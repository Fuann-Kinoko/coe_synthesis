$ cat /design/flow/config.mk
export PLATFORM = sky130hd
export DESIGN_NAME = flopr
export DESIGN_NICKNAME = flopr
export VERILOG_FILES = /design/flow/design.v
export SDC_FILE = /design/flow/constraint.sdc
export NUM_CORES = 4
export LEC_CHECK = 1
export CORE_AREA = 10 10 85 85
export DIE_AREA = 0 0 95 95
$ cat /design/flow/constraint.sdc
current_design flopr

set clk_period 1.0
set clk_io_pct 0.2

create_clock -name clk0 -period $clk_period [get_ports {clk}]

set non_clock_inputs [all_inputs -no_clocks]
set_input_delay [expr $clk_period * $clk_io_pct] -clock clk0 $non_clock_inputs
set_output_delay [expr $clk_period * $clk_io_pct] -clock clk0 [all_outputs]
$ cat /design/flow/design.v
`timescale 1ns / 1ps
module flopr #(parameter WIDTH = 32)(
	input wire clk,rst,
	input wire[WIDTH-1:0] d,
	output reg[WIDTH-1:0] q
    );
	always @(posedge clk,posedge rst) begin
		if(rst) 
			q <= 0;
		else 
			q <= d;
	end
endmodule
$ cat /design/flow/run.sh
#!/bin/bash
# OpenROAD 26Q1-2900-gdf79404cd8, Yosys 0.63+post, stock flow scripts
make -C /OpenROAD-flow-scripts/flow DESIGN_CONFIG=/design/flow/config.mk WORK_HOME=/design/flow/orfs finish
==> run summary <==
Results of the implementation run.

The flip-flop count of the largest register after layout is 32. The timing report notes that buffer and inverter cells on the critical path total 1. The area added between synthesis and finish is 87.2%. The largest registers in the layout are q: 32 flops. The largest vdd supply drop came out at 0.402 mV.

The worst hold-check slack is 293 ps. The sequential standard cell area came out at 801 µm². The synthesized design devotes to its leading area cell type 99.5% of total area. The number of buffers inserted to repair setup after CTS is 0. The average detailed-routed wire length per instance came out at 13.7 µm. The hold violation total from the final report is 0. The post-route cell area came out at 1510 µm². The detailed-router iteration count before antenna repair came out at 2.

The run finished with clean final reports. The Yosys chip area came out at 805 µm². The number of design rule violations left after detail routing came out at 0. The fraction of the core area occupied by cells at floorplan came out at 14.7%. The count of final max-slew check failures came out at 0. The total die area is 9030 µm². The number of standard cells after synthesis is 33. The die height came out at 95 µm. The kind of capture point of the worst setup path is a primary output.

The area of the multi-input gates is 0 µm². Setup violations remaining at the end of the flow were counted as 0. The post-synthesis sequential area ratio is 99.5%. The portion of the clock cycle consumed by the worst path in the final layout came out at 94.6%.

On met2, the global router reports a usage of 7.67%. In the setup report, the worst path falls into the class reg2out. The core utilization of the finished layout came out at 27.5%.

The unique cell type count in the Yosys netlist came out at 2. According to the I/O placement log, the pin count is 66. The CTS sink count came out at 32.

The total cell area at the placement stage is 1570 µm². Dividing total power by cell area gives a power density of 1740 nW/µm². The count of input and output buffers came out at 65.

The pin slew with the least headroom to its limit is 155 ps. The number of inserted filler cells in the final layout is 577. The final global-route overflow total came out at 0. The CTS root buffer is clkbuf_8. The per-cell via count in the routed design is 2.99. The largest register by flop count is q. The wire length of the first global-routing pass came out at 3.74 mm. The report lists the cells along the critical path as buf_2. After synthesis the cells add up to 805 µm².

Once detailed placement completed, the half-perimeter wirelength came to 2.08 mm. The clock tree from TritonCTS is done. The area of the core came out at 5470 µm². The leakage power of the design is 0.000698 µW. Max fanout on the critical path was recorded as 1. Ranked by total cell area, the synthesized netlist is headed by dfrtp_1 100%, inv_1 0.47%. The timing report attributes the biggest portion of critical-path delay to flip-flops. The max-slew headroom at the worst pin came out at 89.7%. The die outline width came out at 95 µm.

The worst setup path is launched from a flop. The combinational gate count is 0. The largest net degree at the start of global routing came out at 13. On met1, the global router reports a usage of 6.01%.

The timing report shows that the slowest cell on the worst path is dfrtp_1. The count of instantiated cells in the yosys netlist is 33. The critical path's largest stage delay is 360 ps.

The classification of the worst-slack hold path is in2async. Looking at area per cell type in the netlist, the leader is dfrtp_1. The final critical delay including setup and external delays is 946 ps. The floorplan has 27 rows. The fraction of met3 tracks used by global routing is 5.29%. The initial antenna violation count was 1. The number of synthesis warnings is 1.

The total negative slack for setup checks is 0 ps. The arrival time of data at the critical path endpoint is 750 ps. The number of flip-flops and latches in the synthesized netlist is 32.

The run reported a max-capacitance violation count of 0. The fraction of final layout cells with drive strength greater than 1 came out at 38.9%. The total CTS buffers is 5.

The overall global routing resource usage came out at 5.52%. The required arrival time at the worst endpoint came out at 800 ps. The OpenROAD warning count came out at 25. The count of nets left with antenna violations after detail routing is 0. The maximum clock insertion buffer count is 2. The mean area per synthesized cell is 24.4 µm². The H-tree was split into 2 levels.

Setup repair after global routing left no endpoint under its margin. For this block, the via count after detailed routing is 541. The number of global-route vias before repair came out at 620.

The clock slew at the register clock pins of the worst setup and hold paths is 60 ps. The iteration-0 DRC count of the detailed router is 1. The maximum clock frequency came out at 1060 MHz. Global routing put the most usage on met2. The global placer's final weighted congestion is 0.695. Wires add up to 2.48 mm.
## cells in the mapped netlist
master and number:
dfrtp_1 32, inv_1 1
## power breakdown
part	switching, µW	total, µW	internal [µW]
sequential	12.4	1370	1360
combinational	54.3	215	160
clock	427	1040	612
## cell type report
type | count | share of cell area (%)
Inverter | 1 | 0.249
Sequential cell | 32 | 53.2
Timing Repair Buffer | 68 | 34.1
Clock buffer | 7 | 6.40
Tap cell | 72 | 5.98
Antenna cell | 1 | 0.166
## cell usage in the layout (no fill, tap or decap)
master           count
clkdlybuf4s50_1     33
buf_2               32
dfrtp_1             32
clkbuf_8             7
buf_4                3
diode_2              1
inv_1                1
## worst max path at each step
| stage | from | end | slack, ps | cells after the start |
|---|---|---|---|---|
| 4_1_cts | q[8]$_DFF_PP0_ | q[8] | 30 | 1 |
| 5_1_grt | q[2]$_DFF_PP0_ | q[2] | 0.5 | 1 |
| 6_report | q[10]$_DFF_PP0_ | q[10] | 50 | 1 |
## metal layers
layer,vias to the layer above,part of all wire [%]
li1,248,-
met3,6,21
met4,0,2.4
met5,-,0
met1,248,33
met2,39,43
## cell families (layout without fill, tap and decap cells)
logic type             Yosys count  count (layout)  synth area share [%]
buffers and inverters            1              76                 0.466
flip-flops                      32              32                  99.5
other                            0               1                     0
## stage by stage
| step | std cells | setup WS (ps) | total power [µW] |
|---|---|---|---|
| after global placement | 173 | 24.5 | 1680 |
| after global routing | 180 | 0.463 | 2800 |
| after detailed placement | 173 | 21.2 | 1690 |
| after floorplan | 33 | 109 | 1400 |
| final | 181 | 54.3 | 2620 |
| after CTS | 180 | 29.3 | 2700 |
## what timing repair did
item	in CTS	in global routing
resized	96	0
hold buffers	0	0
endpoints found under the setup margin	32	0
Power figures rest on the tool's default switching activity, not on a simulated workload.
