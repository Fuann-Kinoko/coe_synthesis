## flow/constraint.sdc

```tcl
current_design flopenr

set clk_period 1.1
set clk_io_pct 0.2

create_clock -name clk0 -period $clk_period [get_ports {clk}]

set non_clock_inputs [all_inputs -no_clocks]
set_input_delay [expr $clk_period * $clk_io_pct] -clock clk0 $non_clock_inputs
set_output_delay [expr $clk_period * $clk_io_pct] -clock clk0 [all_outputs]
```

## flow/design.v

```verilog
`timescale 1ns / 1ps
module flopenr #(parameter WIDTH = 32)(
	input clk,rst,en,
	input [WIDTH-1:0] d,
	output reg [WIDTH-1:0] q
    );
	always @(posedge clk) begin
		if(rst) 
			q <= 0;
		else if(en) 
			q <= d;
	end
endmodule
```

## flow/config.mk

```make
export PLATFORM = sky130hd
export DESIGN_NAME = flopenr
export DESIGN_NICKNAME = flopenr
export VERILOG_FILES = /design/flow/design.v
export SDC_FILE = /design/flow/constraint.sdc
export NUM_CORES = 4
export LEC_CHECK = 1
export CORE_UTILIZATION = 30
```

## flow/run.sh

```bash
#!/bin/bash
# OpenROAD 26Q1-2900-gdf79404cd8, Yosys 0.63+post, stock flow scripts
make -C /OpenROAD-flow-scripts/flow DESIGN_CONFIG=/design/flow/config.mk WORK_HOME=/design/flow/orfs finish
```

==> notes.md <==
flow finished, numbers: Post-synth EDFFs 0, GRT overflow 0, Routed Antenna Nets 0, initial DRC count 16, Fin. Hold Viols 0, number of inserted diodes 0, Final Skew 0 ps, Clock Tree Buf Depth 2, Die Ht 64.28 um, maximum vdd ir drop 0.6724 mV, TritonCTS buffer count 5, vias in the first global route 889, Pwr Total 2564 uW, Hold Slack 429.1 ps, worst hold-check path type in2reg, layout cells sized above 1 25.00%, clk sink count 32, MI comb area 440.4 sq um, area share, top type 55.05%, status finished clean, die width 64.28 um, Setup CP Type reg2out, via-per-instance ratio 4.073, critical path startpoint category flop, CP peak stage delay 320 ps, GPL Wtd Cong 0.6896, post-synthesis sequential area ratio 55.05%, worst-path maximum fanout 2, clock root cell clkbuf_8, Final min period 1051 ps, number of cells in Yosys stat 103, first-pass GRT wire length 3981 um, period utilization 95.51%, Area growth syn-to-layout 67.96%, max_cap viols 0, final cell count without fillers 220, fin util 52.99%, largest registers q (32), Hold Crit Depth 4, worst-margin pin slew 144.4 ps, vias 896, endpoints failing setup 0, syn avg cell area 11.30 sq um, clk slew on worst S/H paths 60 ps, OpenROAD warnings 25, critical path required time 880 ps, Fmax achieved 951.8 MHz, CTS tree done, Post-DP HPWL 1702 um, cell count along the critical path 1, Syn. warnings 1, area leader, netlist dfxtp_1, Fill cells 342, crit-path leading delay family flip-flops, H-tree Lvls 2, element type at the critical path end output pin, I/O pin count 67, Reg area 680.7 sq um, row cnt 22, RSZ-0062 raised after global routing false, drt total wl 2414 um, Syn Inst Count 103, Slew Viols, Final 0, CP max stage cell dfxtp_2, CP cell instances dlygate4sd2_1, Fin Setup TNS 0 ps, Post-synth area hogs dfxtp_1 55%, mux2i_1 28%, nor2_1 10%, placed insts 213, total power per unit cell area 1312 nW/um^2, routed length per placed instance 10.97 um, drc violations 0, Lkg Pwr 0.0009638 uW, ys async rst share 0%, CP Buf/Inv Count 1, IO buf count 66, number of antenna violations at the first check in global routing 0, Main synth FF type dfxtp_1, Reg with most FFs q, Initial DRT Pass Iterations 3, synth cell count leaders 32 x dfxtp_1, 32 x mux2i_1, 32 x nor2_1, WP data arrival 830 ps, Late-Pin Clk Latency 270 ps, number of flip-flops in the largest register 32, largest net degree at the start of global routing 33, fp util 31.55%, Slew headroom 90.10%, R2R depth 2, Post-Syn Area 1164 sq um, Yosys chip area 1164 sq um, Synth cell types 6, core box area 3689 sq um, DIE AREA 4132 sq um, ys flops 32, gr usage total 12.92%
==> per-stage QoR <==
step | cell area [sq um] | worst slack, ps
4_1_cts | 1953 | 35.41
2_1_floorplan | 1164 | 287.3
5_1_grt | 1954 | 5.636
6_report | 1954 | 49.37
3_3_place_gp | 1857 | 3.900
3_5_place_dp | 1857 | -7.000
==> repair_timing <==
item	4_1_cts	5_1_grt
gates resized	64	1
setup buffers	0	0
hold buffers	0	0
setup endpoints to repair	32	1
==> per-layer routing <==
layer	vias up	GRT usage [%]	routed length (um)
met5	-	0	0
met4	0	1.944	46
met3	5	6.703	288
met2	44	18.42	929
met1	377	18.19	1150
li1	470	-	-
==> path summary, 6_finish.rpt <==
| check | start | end | slack (ps) |
|---|---|---|---|
| setup reg to reg | q[5] | q[5] | 490 |
| hold / removal | en | q[14] | 430 |
| setup / recovery | q[20] | q[20] | 50 |
| hold reg to reg | q[9] | q[9] | 480 |
==> power breakdown <==
| group | internal, uW | switching [uW] | total, uW |
|---|---|---|---|
| clock | 556 | 371 | 927 |
| combinational | 253 | 108 | 361 |
| sequential | 1240 | 33.1 | 1280 |
==> logic make-up after synthesis <==
group	Yosys count	synth area share [%]
buffers and inverters	7	7.097
flip-flops	32	55.05
AND/OR/NAND/NOR	32	10.32
multiplexers	32	27.53
==> layout by cell type (no fill, tap or decap), drive strengths merged <==
master / instances
clkdlybuf4s50: 33
mux2i: 32
nor2: 32
dfxtp: 32
dlygate4sd2: 31
clkbuf: 7
buf: 4
clkdlybuf4s15: 1
==> worst min-delay path: cells and delay by family <==
| family | cells | cell delay (ps) |
|---|---|---|
| buf+inv | 2 | 290 |
| simple gates | 1 | 70 |
| mux | 1 | 80 |
==> area by class of cell <==
| class | count | share of cell area (%) |
|---|---|---|
| multi-input combinational | 64 | 22.54 |
| timing repair buffer | 69 | 34.64 |
| clock buffer | 7 | 4.930 |
| sequential | 32 | 34.83 |
| tap | 48 | 3.073 |
Power is estimated from default activity; no workload was simulated.
