File: flow/constraint.sdc
current_design floprc

set clk_period 1.0
set clk_io_pct 0.2

create_clock -name clk0 -period $clk_period [get_ports {clk}]

set non_clock_inputs [all_inputs -no_clocks]
set_input_delay [expr $clk_period * $clk_io_pct] -clock clk0 $non_clock_inputs
set_output_delay [expr $clk_period * $clk_io_pct] -clock clk0 [all_outputs]
File: flow/run.sh
#!/bin/bash
# OpenROAD 26Q1-2900-gdf79404cd8, Yosys 0.63+post, stock flow scripts
make -C /OpenROAD-flow-scripts/flow DESIGN_CONFIG=/design/flow/config.mk WORK_HOME=/design/flow/orfs finish
File: flow/config.mk
export PLATFORM = sky130hd
export DESIGN_NAME = floprc
export DESIGN_NICKNAME = floprc
export VERILOG_FILES = /design/flow/design.v
export SDC_FILE = /design/flow/constraint.sdc
export NUM_CORES = 4
export LEC_CHECK = 1
export CORE_AREA = 10 10 93 93
export DIE_AREA = 0 0 103 103
File: flow/design.v
`timescale 1ns / 1ps
module floprc #(parameter WIDTH = 32)(
	input wire clk,rst,clear,
	input wire[WIDTH-1:0] d,
	output reg[WIDTH-1:0] q
    );
	always @(posedge clk,posedge rst) begin
		if(rst)
			q <= 0;
		else if (clear)
			q <= 0;
		else
			q <= d;
	end
endmodule
==> flow_summary.toml <==
# generated from flow reports
[global_route]
vias_in_the_first_global_route = 824
grt_antenna_before_repair = 0
grt_pass1_wl_mm = 4.44
global_route.overflow_total = 0
globalRouteTotalUtil = 0.0553
grt_start_max_net_pins = 33

[placed_design]
detail_placement_hpwl_mm = 2.26
gp_congestion = 0.608
place.detailed.instances = 214
port_buffer_count = 66

[timing]
fin_crit_ns = 0.950
finalMaxSlewViolations = 0
finalHoldWorstSlack_ns = 0.264
fin_crit_sh = 0.950
rsz_0062_raised_after_global_routing = "yes"
finalSetupViolations = 0
worst_pin_slew_ns = 0.178
hold_violations = 0
fin_tns_setup_ns = 0
slew_headroom = 0.881
timing_limited_maximum_frequency_mhz = 1050

[logic_synthesis]
synthesis.yosys.warnings = 1
synth-main-ff-cell = "sky130_fd_sc_hd__dfrtp_1"
mappedNetlistArea_sq_um = 1030
postSynthAreaPerCell_sq_um = 15.1
yosys.stat.seqShare = 0.780
mapped_cells = 68
common_cells = "sky130_fd_sc_hd__dfrtp_1 (32), sky130_fd_sc_hd__nor2b_1 (32), sky130_fd_sc_hd__buf_4 (3)"
synth-async-reset-ratio = 1.00
ys_ff = 32
synth.yosys.num_cells = 68
ys_area_sq_um = 1030
topCellsByArea = "sky130_fd_sc_hd__dfrtp_1 (78%), sky130_fd_sc_hd__nor2b_1 (19%), sky130_fd_sc_hd__buf_4 (2.2%)"
post_synthesis_cell_type_count = 4
number_of_enable_type_register_cells_in_the_synthesized_netlist = 0
yosysTopAreaCellShare = 0.780
top_area_cell = "sky130_fd_sc_hd__dfrtp_1"

[clocking]
cts_made_buffers = 5
cts.sink_count = 32
clock_pin_slew_worst_setup_and_hold_paths_ns = 0.07
tritoncts = "yes"
postCtsSetupRepairBufs = 0
ctsHtreeMaxLevel = 2
postCtsHoldBufs = 0
cts.root.buffer_cell = "sky130_fd_sc_hd__clkbuf_8"
ctsLongestPathBuffers = 2

[power]
report.power.total_uw = 2730
static-leakage-power_uw = 0.000842
peakVddDrop_mv = 0.465
powerDensity_nw_per_um2 = 1570

[routing]
drt_first_pass_iters = 2
initialDrtViolationCount = 4
drcViolationCount = 0
routed_wire_length_per_instance_microns = 13.1
vias_after_detailed_routing = 704
n_diodes = 0
ant_nets = 0
postRouteWirelength_mm = 2.91
vias_per_cell = 3.19

[critical_path]
cp_max_fo = 1
critPathTopFamily = "flip-flops"
worstSetupPathDepth = 1
criticalPathCategory = "reg2out"
worst_ep_arrival_time_ns = 0.75
worst-path-buf-inv = 1
start_kind = "flop"
crit_path_max_incr_delay_ns = 0.37
cells_traversed_along_the_worst_timing_path = "buf_2"
slowest_stage = "sky130_fd_sc_hd__dfrtp_1"
end_kind = "primary output"
cp.required_ns = 0.80

[floorplan]
die_w_microns = 103
ios = 67
die-height_microns = 103
floorplanUtilization = 0.152
std_cell_rows = 30
core_area_sq_um = 6760
die-area_sq_um = 10600

[final_layout]
area.growth.synth_to_final_pct = 69.1
largest_register_ffs = 32
drive_above_1_share = 0.298
largestRegisters = "q (32)"
fill_cells = 714
top_register = "q"
finish.cell_count_without_fillers = 221

[hold_path]
worstHoldPathType = "in2async"

[flow_run]
total_tool_warning_count = 26
maxCapViolCount = 0

[status]
status = "finished, final reports clean"
-- logic make-up (layout without fill, tap and decap cells) --
| kind of cell | count (synthesis) | after routing | synth area share |
|---|---|---|---|
| and+or+nand+nor | 32 | 32 | 0.195 |
| buffers and inverters | 4 | 77 | 0.0256 |
| DFF | 32 | 32 | 0.780 |
-- layout by cell type (no fill, tap or decap) --
cell type and n:
sky130_fd_sc_hd__clkdlybuf4s50_1 34, sky130_fd_sc_hd__dfrtp_1 32, sky130_fd_sc_hd__buf_12 1, sky130_fd_sc_hd__clkbuf_8 7, sky130_fd_sc_hd__buf_2 32, sky130_fd_sc_hd__inv_1 1
sky130_fd_sc_hd__nor2b_1 32, sky130_fd_sc_hd__buf_4 2
-- repair_timing --
action | CTS | global route
gates resized | 102 | 0
endpoints found under the setup margin | 32 | 1
cloned | 0 | 0
-- metal layers --
metal | GRT usage | routed length, microns | vias up
li1 | - | - | 344
met1 | 0.0625 | 1090 | 318
met2 | 0.0814 | 1300 | 40
met3 | 0.0454 | 513 | 2
met4 | 0.00749 | 9 | 0
met5 | 0 | 0 | -
-- power by group --
part,internal [uW],switching [uW]
sequential,1360,13.2
combinational,201,87.8
clock,613,453
total,2170,554
-- final timing paths --
| kind | from | end | slack, ns |
|---|---|---|---|
| max | q[1] | q[1] | 0.05 |
| min | rst | q[30] | 0.26 |
| max in group asynchronous | rst | q[19] | 0.56 |
| min in group clk0 | d[7] | q[7] | 0.47 |
-- stage by stage --
step                       util  instance area, sq um  setup slack [ns]
after floorplan               -                  1030             0.109
after global placement    0.266                  1800           -0.0957
after detailed placement  0.266                  1800            -0.107
after CTS                 0.257                  1740            0.0293
after global routing      0.257                  1740          -0.00720
final                     0.257                  1740            0.0501
-- layout make-up --
type,instances,area (sq um),share of cell area
sequential,32,801,0.461
tap,80,100,0.0576
multi-input combinational,32,200,0.115
clock buffer,7,96.3,0.0555
inverter,1,3.75,0.00216
timing repair buffer,69,536,0.308
Power figures rest on the tool's default switching activity, not on a simulated workload.
